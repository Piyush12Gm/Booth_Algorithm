==> design.v <==
`timescale 1ns / 1ps
module controller (
    input clk, q0, qml, start,
    output reg ldA, clrA, sftA,
    output reg ldQ, clrQ, sftQ,
    output reg ldM, clrff,
    output reg addsub, decr, ldent, done
);
reg [2:0] state;
parameter S0 = 3'b000, S1 = 3'b001, S2 = 3'b010,
          S3 = 3'b011, S4 = 3'b100, S5 = 3'b101, S6 = 3'b110;
reg qm1, eqz;   
always @(posedge clk) begin
    case (state)
        S0: if (start) state <= S1;
        S1: state <= S2;
        S2: begin
            if ({q0, qml} == 2'b01) state <= S3;
            else if ({q0, qml} == 2'b10) state <= S4;
            else state <= S5;
        end
        S3: state <= S5;
        S4: state <= S5;
        S5: begin
            if (!eqz && ({q0, qml} == 2'b01)) state <= S3;
            else if (!eqz && ({q0, qml} == 2'b10)) state <= S4;
            else if (eqz) state <= S6;
        end
        S6: state <= S6;
        default: state <= S0;
    endcase
end
always @(*) begin
    ldA = 0; clrA = 0; sftA = 0;
    ldQ = 0; clrQ = 0; sftQ = 0;
    ldM = 0; clrff = 0;
    addsub = 0; decr = 0; ldent = 0; done = 0;
    case (state)
        S0: ;   
        S1: begin clrA = 1; clrff = 1; ldent = 1; ldM = 1; end
        S2: begin ldQ = 1; end
        S3: begin ldA = 1; addsub = 1; end
        S4: begin ldA = 1; addsub = 0; end
        S5: begin sftA = 1; sftQ = 1; decr = 1; end
        S6: done = 1;
    endcase
end
endmodule
==> run.sh <==
#!/bin/bash
# OpenROAD 26Q1-2900-gdf79404cd8, Yosys 0.63+post, stock flow scripts
make -C /OpenROAD-flow-scripts/flow DESIGN_CONFIG=/design/flow/config.mk WORK_HOME=/design/flow/orfs finish
==> config.mk <==
export PLATFORM = sky130hd
export DESIGN_NAME = controller
export DESIGN_NICKNAME = controller
export VERILOG_FILES = /design/flow/design.v
export SDC_FILE = /design/flow/constraint.sdc
export NUM_CORES = 4
export LEC_CHECK = 1
export CORE_AREA = 10 10 70 70
export DIE_AREA = 0 0 80 80
==> constraint.sdc <==
current_design controller

set clk_period 3.1
set clk_io_pct 0.2

create_clock -name clk0 -period $clk_period [get_ports {clk}]

set non_clock_inputs [all_inputs -no_clocks]
set_input_delay [expr $clk_period * $clk_io_pct] -clock clk0 $non_clock_inputs
set_output_delay [expr $clk_period * $clk_io_pct] -clock clk0 [all_outputs]
==> flow_metrics.tcl <==
# collected from the flow reports
set metrics [dict create \
    status "finished, final reports clean" \
    hpwl_um 572.7 \
    cp_max_fo 8 \
    die_y_um 80 \
    finalPower_mw 0.3861 \
    track_usage 0.02113 \
    adder_share 0 \
    cts_setup_buffers 0 \
    firstDrtPassIters 2 \
    internal-power_mw 0.2649 \
    ir_worst_vdd_mv 0.1695 \
    critPathArrivalTime_ns 1.70 \
    synth_area_um2 262.8 \
    insertion_delay_ns 0.23 \
    switching_power_mw 0.1212 \
    cts_max_level 1 \
    hold_violations 0 \
    grt_max_degree 10 \
    routed_wl_um 724 \
    core_um2 3416 \
    drc 0 \
    timing.final.crit_period_ns 2.319 \
    ys_types 18 \
    xor_area_frac 0 \
    grt_pass1_vias 247 \
    top_logic_kind "simple AND/OR/NAND/NOR gates" \
    final_cells 89 \
    clk_pin_slew_ns 0.04 \
    ys_area_um2 262.8 \
    via_per_inst 2.674 \
    routedLengthMet1_um 267 \
    drive_above_1_share 0.1395 \
    rsz0062_at_grt "no" \
    clock_sinks 3 \
    fillers 398 \
    setup_viol 0 \
    mux_share 0 \
    synth_flops 3 \
    cts_tree "done" \
    ys_sh_aoi 0.1619 \
    antennaDiodeCount 0 \
    p_seq_frac 0.303 \
    combPwrFrac 0.521 \
    p_sw_frac 0.3138 \
    warnings 25 \
    fmax_mhz 431.2 \
    crit_type "flip-flop to output pin" \
    met2_length_um 320 \
    p_per_area_nw_per_um2 884.1 \
    top_register "state" \
    p_leak_nw 0.1607 \
    first_iter_violations 10 \
    initCoreUtil 0.07692 \
    overflow 0 \
    ant_nets 0 \
    simple_gate_area_frac 0.2619 \
    cts_buffers 3 \
    io_pins 16 \
    yosysWarnings 2 \
    hold_ws_ns 0.7254 \
    antenna_found_initial 0 \
    die-area_um2 6400 \
    yosys.stat.seqShare 0.3429 \
    area_delta_synth_final_pct 66.19 \
    finClkSkew_ns 0.0002916 \
    portBuffers 14 \
    routabilityCongestion 0.7848 \
    power.share.clock 0.176 \
    critPathRequiredTime_ns 2.48 \
    slew_viol_final 0 \
    wl_met3_um 100 \
    cts_root_buffer "clkbuf_4" \
    routedWlPerCell_um 8.135 \
    hold_path.class "flip-flop to flip-flop" \
    hold_buffers 0 \
    die_x_um 80 \
    final_common_cell "clkdlybuf4s50_1" \
    top_regs "state: 3 flops" \
    largest_reg_flops 3 \
    place_inst 85 \
    ys_cells 32 \
    startpoint_type "flip-flop" \
    tns_ns 0 \
    cts_buffer_depth 2 \
    dr_total_vias 238 \
    layout_top_cells "clkdlybuf4s50_1, nor2_1, a21oi_1, clkbuf_4, edfxtp_1" \
    highest_layer "met4" \
    num_rows 21 \
    syn-instance-count 32 \
    max_cap_violations 0 \
    timing.final.crit_share 0.7482 \
    cts_resized 0 \
    endpoint_kind "output pin" \
    grt_pass1_wl_um 1110 \
    avgSynthCellArea_um2 8.211 \
]
## cell families after synthesis
logic type / count (synthesis)
buffers and inverters: 9
AOI/OAI and AO/OA: 7
and+or+nand+nor: 12
DFF: 3
other: 1
## per-stage QoR
| step | area (µm²) | util | worst slack, ns |
|---|---|---|---|
| 2_1_floorplan | 262.8 | - | 1.525 |
| 3_3_place_gp | 410.4 | 0.1201 | 1.032 |
| 3_5_place_dp | 410.4 | 0.1201 | 0.9988 |
| 4_1_cts | 436.7 | 0.1278 | 0.7399 |
| 5_1_grt | 436.7 | 0.1278 | 0.6246 |
| 6_report | 436.7 | 0.1278 | 0.7806 |
## cell usage after synthesis
| library cell | instances | area, µm² |
|---|---|---|
| inv_1 | 2 | 7.510 |
| buf_2 | 1 | 5.000 |
| or3b_1 | 1 | 8.760 |
| nor2_1 | 5 | 18.77 |
| and3_2 | 1 | 7.510 |
| conb_1 | 1 | 3.750 |
| a31o_1 | 1 | 8.760 |
| buf_4 | 6 | 45.04 |
| or3_1 | 1 | 6.260 |
| or2_2 | 1 | 6.260 |
| a21o_1 | 1 | 7.510 |
| nor3_1 | 1 | 5.000 |
| edfxtp_1 | 3 | 90.09 |
| or2b_2 | 1 | 8.760 |
| a21oi_1 | 3 | 15.01 |
| a31oi_1 | 1 | 6.260 |
| o21ai_0 | 1 | 5.000 |
| or2b_1 | 1 | 7.510 |
## metal layers
metal | vias to the layer above | track usage
met4 | 0 | 0.01761
met1 | 101 | 0.02076
met2 | 12 | 0.03210
li1 | 123 | -
met3 | 2 | 0.01136
met5 | - | 0
## critical path, cell delays in order (launching register included)
cell and delay (ns):
edfxtp_1 0.47, or2b_1 0.29, nor2_1 0.20, clkdlybuf4s50_1 0.52
## power groups by stage
stage     registers, mW  logic, mW  clock network (mW)
4_1_cts           0.117      0.206              0.0730
5_1_grt           0.124      0.224              0.0780
6_report          0.117      0.201              0.0679
## layout make-up
type                       instances  area [µm²]  share of cell area
timing repair buffer              14       140.1              0.3209
multi-input combinational         20       115.1              0.2636
sequential                         3       90.09              0.2063
tap                               46       57.56              0.1318
clock buffer                       4       26.28             0.06017
inverter                           2       7.507             0.01719
## path summary, 6_finish.rpt
path         startpoint        to  slack [ns]  depth (start not counted)
max            state[1]     ldent        0.78                          3
min            state[1]  state[0]        0.73                          1
max reg2reg    state[0]  state[2]        1.74                          3
min reg2reg    state[1]  state[0]        0.73                          1
Power is estimated from default activity; no workload was simulated.
