<file path="flow/config.mk">
export PLATFORM = sky130hd
export DESIGN_NAME = BOOTH
export DESIGN_NICKNAME = BOOTH
export VERILOG_FILES = /design/flow/design.v
export SDC_FILE = /design/flow/constraint.sdc
export NUM_CORES = 4
export LEC_CHECK = 1
export CORE_AREA = 10 10 70 70
export DIE_AREA = 0 0 80 80
</file>
<file path="flow/constraint.sdc">
current_design BOOTH

set clk_period 2.5
set clk_io_pct 0.2

create_clock -name clk0 -period $clk_period [get_ports {clk}]

set non_clock_inputs [all_inputs -no_clocks]
set_input_delay [expr $clk_period * $clk_io_pct] -clock clk0 $non_clock_inputs
set_output_delay [expr $clk_period * $clk_io_pct] -clock clk0 [all_outputs]
</file>
<file path="flow/design.v">
`timescale 1ns / 1ps
module shiftreg (data_out,data_in,s_in, clk, ld, clr, sft);
input s_in, clk, ld, clr, sft;
input [15:0] data_in;
output reg [15:0] data_out;
always @(posedge clk)
begin
    if (clr) data_out <= 0;
    else if (ld)
        data_out <= data_in;
    else if (sft)
        data_out <= {s_in,data_out [15:1]};
end
endmodule
module PIPO (data_out, data_in, clk, load);
input [15:0] data_in;
input load, clk;
output reg [15:0] data_out;
always @(posedge clk)
    if (load) data_out <= data_in;
endmodule
module dff (d, q, clk, clr);
input d, clk, clr;
output reg q;
always @(posedge clk)
    if (clr) q <= 0;
    else q <= d;
endmodule
module ALU (out, inl, in2, addsub);
input [15:0] inl, in2;
input addsub;
output reg [15:0] out;
always @(*)
    begin
        if (addsub == 0) out = inl - in2;
        else out = inl + in2;
    end
endmodule
module counter (
    output reg [4:0] data_out,
    input decr,
    input ldent,
    input clk
);
always @(posedge clk)
begin
    if (ldent)
        data_out <= 5'b10000;
    else if (decr)
        data_out <= data_out - 1;
end
endmodule
module BOOTH (
    input ldA, ldQ, ldM, clrA, clrQ, clrff, sftA, sftQ, addsub, decr, ldent, clk,
    input [15:0] data_in,
    output qml, eqz,
    output [15:0] A_out, Q_out,
    output qm1_out
);
    wire [15:0] A, M, Q, Z;
    wire [4:0] count;
    wire qm1;
    assign eqz = ~|count;   
    assign qml = qm1;
    assign A_out = A;
    assign Q_out = Q;
    assign qm1_out = qm1;
    shiftreg AR (A, Z, A[15], clk, ldA, clrA, sftA);
    shiftreg QR (Q, data_in, A[0], clk, ldQ, clrQ, sftQ);
    dff QM1 (Q[0], qm1, clk, clrff);
    PIPO MR (data_in, M, clk, ldM);
    ALU AS (Z, A, M, addsub);
    counter CN (count, decr, ldent, clk);
endmodule
</file>
<file path="flow/run.sh">
#!/bin/bash
# OpenROAD 26Q1-2900-gdf79404cd8, Yosys 0.63+post, stock flow scripts
make -C /OpenROAD-flow-scripts/flow DESIGN_CONFIG=/design/flow/config.mk WORK_HOME=/design/flow/orfs finish
</file>
==> impl_metrics.toml <==
# physical design summary
[outcome]
stop_stage = "synthesis (1_2_yosys)"
status = "did not finish"
error_line = "ERROR: Found 16 problems in 'check -assert'."

[yosys]
yosysWarningCount = 5
ys_seq_share_pct = 15.5
synth_cell_types = 17
ys_area_sq_um = 644
ys_cells = 76
synth_flop_count = 5
cells by family after synthesis:
family	Yosys count	synth area share [%]
fa+ha+maj	2	3.88
flops	5	15.5
simple gates	10	12.4
buf+inv	52	59.4
mux	2	3.30
xor+xnor	1	1.36
other cells	1	0.582
compound gates	3	3.49
cell usage after synthesis (all sizes together):
cell type / number / area (sq um)
a21bo: 1 / 10.0
a21oi: 1 / 5.00
and4bb: 1 / 12.5
nor4b: 2 / 32.5
buf: 50 / 375
nor2: 4 / 15.0
mux2i: 1 / 10.0
inv: 2 / 7.51
nor2b: 2 / 12.5
ha: 2 / 25.0
a211oi: 1 / 7.51
mux2: 1 / 11.3
conb: 1 / 3.75
xnor2: 1 / 8.76
nand3b: 1 / 7.51
dfxtp: 5 / 100
